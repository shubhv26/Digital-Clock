==> ./design.v <==
module Dig_Clk (input logic clk,rst,
					 output logic  LEDR,
					 output logic HEX00,HEX01,HEX02,HEX03,HEX04,HEX05,HEX06,
					 output logic HEX10,HEX11,HEX12,HEX13,HEX14,HEX15,HEX16,
					 output logic HEX20,HEX21,HEX22,HEX23,HEX24,HEX25,HEX26,HEX27,
					 output logic HEX30,HEX31,HEX32,HEX33,HEX34,HEX35,HEX36,
					 output logic HEX40,HEX41,HEX42,HEX43,HEX44,HEX45,HEX46,HEX47,
					 output logic HEX50,HEX51,HEX52,HEX53,HEX54,HEX55,HEX56);
reg [4:0] sec1,sec2;   
reg [4:0] min1,min2;
reg [4:0] hr1,hr2;
reg [6:0] count0,count1,count3,count5;
reg [7:0] count2,count4;
reg [26:0] cycle;  
assign LEDR=rst;					 
always_ff@(posedge clk)
begin	
if(!rst)begin       
	cycle<=27'b0;
	sec1<=4'b0;
	sec2<=4'b0;
	min1<=4'b0;
	min2<=4'b0;
	 hr1<=4'b0;
	 hr2<=4'b0;end
else if(cycle==27'd50000000)
begin
	cycle<=0;
 if(hr2<2)
	begin
	if(hr1<9)
		begin
		if(min2<5)
			begin
			if(min1<9)
				begin
					if(sec2<5)
						begin
						if(sec1<9)
							sec1<=sec1+1;
						else begin
							sec1<=0;
							if(sec2<5)
								sec2<=sec2+1;
								end
						 end
					else if(sec2==5)        
					begin
						if(sec1<9)
							sec1<=sec1+1;
						else begin
							sec1<=0;
							sec2<=0;
							min1<=min1+1;end
					end	
				end
			else begin 
				min1<=0;
				min2<=min2+1;end
			end  
		else if(min2==5)
			begin
				if(min1<9)
					min1<=min1+1;
				else begin
						min2<=0;
						min1<=0;
						hr1<=hr1+1;end
			 end
		 end  
	else begin
		hr1<=0;
		hr2<=hr2+1;end
  end  
 else if(hr2==2)
 begin
	if(hr1<4)
		hr1<=hr1+1;
	else begin
		hr1<=0;
		hr2<=0;end
 end
end
else
	cycle<=cycle+1;
end
always@(*)
begin
case(sec1)  
4'b0000 :  count0 = 7'b0000001; 
4'b0001 :  count0 = 7'b1001111; 
4'b0010 :  count0 = 7'b0010010;  
4'b0011 :  count0 = 7'b0000110;  
4'b0100 :  count0 = 7'b1001100;  
4'b0101 :  count0 = 7'b0100100;  
4'b0110 :  count0 = 7'b0100000;  
4'b0111 :  count0 = 7'b0001111;  
4'b1000 :  count0 = 7'b0000000;  
4'b1001 :  count0 = 7'b0000100;  
default :  count0 = 7'b0000001 ;  
endcase
case(sec2)
4'b0000 :  count1 = 7'b0000001; 
4'b0001 :  count1 = 7'b1001111; 
4'b0010 :  count1 = 7'b0010010;  
4'b0011 :  count1 = 7'b0000110;  
4'b0100 :  count1 = 7'b1001100;  
4'b0101 :  count1 = 7'b0100100;  
4'b0110 :  count1 = 7'b0100000;  
4'b0111 :  count1 = 7'b0001111;  
4'b1000 :  count1 = 7'b0000000;  
4'b1001 :  count1 = 7'b0000100;  
default :  count1 = 7'b0000001 ;  
endcase
case(min1)  
4'b0000 :  count2 = 8'b00000010;  
4'b0001 :  count2 = 8'b10011110;  
4'b0010 :  count2 = 8'b00100100;  
4'b0011 :  count2 = 8'b00001100;  
4'b0100 :  count2 = 8'b10011000;  
4'b0101 :  count2 = 8'b01001000;  
4'b0110 :  count2 = 8'b01000000;  
4'b0111 :  count2 = 8'b00011110;  
4'b1000 :  count2 = 8'b00000000;  
4'b1001 :  count2 = 8'b00001000;  
default :  count2 = 8'b00000010;  
endcase
case(min2)
4'b0000 :  count3 = 7'b0000001; 
4'b0001 :  count3 = 7'b1001111; 
4'b0010 :  count3 = 7'b0010010;  
4'b0011 :  count3 = 7'b0000110;  
4'b0100 :  count3 = 7'b1001100;  
4'b0101 :  count3 = 7'b0100100;  
4'b0110 :  count3 = 7'b0100000;  
4'b0111 :  count3 = 7'b0001111;  
4'b1000 :  count3 = 7'b0000000;  
4'b1001 :  count3 = 7'b0000100;  
default :  count3 = 7'b0000001 ;  
endcase
case(hr1)  
4'b0000 :  count4 = 8'b00000010;  
4'b0001 :  count4 = 8'b10011110;  
4'b0010 :  count4 = 8'b00100100;  
4'b0011 :  count4 = 8'b00001100;  
4'b0100 :  count4 = 8'b10011000;  
4'b0101 :  count4 = 8'b01001000;  
4'b0110 :  count4 = 8'b01000000;  
4'b0111 :  count4 = 8'b00011110;  
4'b1000 :  count4 = 8'b00000000;  
4'b1001 :  count4 = 8'b00001000;  
default :  count4 = 8'b00000010;  
endcase
case(hr2)
4'b0000 :  count5 = 7'b0000001; 
4'b0001 :  count5 = 7'b1001111; 
4'b0010 :  count5 = 7'b0010010;  
4'b0011 :  count5 = 7'b0000110;  
4'b0100 :  count5 = 7'b1001100;  
4'b0101 :  count5 = 7'b0100100;  
4'b0110 :  count5 = 7'b0100000;  
4'b0111 :  count5 = 7'b0001111;  
4'b1000 :  count5 = 7'b0000000;  
4'b1001 :  count5 = 7'b0000100;  
default :  count5 = 7'b0000001 ;  
endcase
end
assign HEX00 = count0[6];  
assign HEX01 = count0[5];  
assign HEX02 = count0[4];  
assign HEX03 = count0[3]; 
assign HEX04 = count0[2]; 
assign HEX05 = count0[1]; 
assign HEX06 = count0[0]; 
assign HEX10 = count1[6];  
assign HEX11 = count1[5];  
assign HEX12 = count1[4];  
assign HEX13 = count1[3]; 
assign HEX14 = count1[2]; 
assign HEX15 = count1[1]; 
assign HEX16 = count1[0]; 
assign HEX20 = count2[7];  
assign HEX21 = count2[6];  
assign HEX22 = count2[5];  
assign HEX23 = count2[4]; 
assign HEX24 = count2[3]; 
assign HEX25 = count2[2]; 
assign HEX26 = count2[1]; 
assign HEX27 = count2[0]; 
assign HEX30 = count3[6];  
assign HEX31 = count3[5];  
assign HEX32 = count3[4];  
assign HEX33 = count3[3]; 
assign HEX34 = count3[2]; 
assign HEX35 = count3[1]; 
assign HEX36 = count3[0]; 
assign HEX40 = count4[7];  
assign HEX41 = count4[6];  
assign HEX42 = count4[5];  
assign HEX43 = count4[4]; 
assign HEX44 = count4[3]; 
assign HEX45 = count4[2]; 
assign HEX46 = count4[1]; 
assign HEX47 = count4[0]; 
assign HEX50 = count5[6];  
assign HEX51 = count5[5];  
assign HEX52 = count5[4];  
assign HEX53 = count5[3]; 
assign HEX54 = count5[2]; 
assign HEX55 = count5[1]; 
assign HEX56 = count5[0]; 
endmodule
==> ./run.sh <==
#!/bin/bash
# OpenROAD 26Q1-2900-gdf79404cd8, Yosys 0.63+post, stock flow scripts
make -C /OpenROAD-flow-scripts/flow DESIGN_CONFIG=/design/flow/config.mk WORK_HOME=/design/flow/orfs finish
==> ./config.mk <==
export PLATFORM = sky130hd
export DESIGN_NAME = Dig_Clk
export DESIGN_NICKNAME = Dig_Clk
export VERILOG_FILES = /design/flow/design.v
export SDC_FILE = /design/flow/constraint.sdc
export NUM_CORES = 4
export LEC_CHECK = 1
export CORE_UTILIZATION = 30
==> ./constraint.sdc <==
current_design Dig_Clk

set clk_period 5.0
set clk_io_pct 0.2

create_clock -name clk0 -period $clk_period [get_ports {clk}]

set non_clock_inputs [all_inputs -no_clocks]
set_input_delay [expr $clk_period * $clk_io_pct] -clock clk0 $non_clock_inputs
set_output_delay [expr $clk_period * $clk_io_pct] -clock clk0 [all_outputs]
==> results.txt <==
Numbers from the implementation run.

The run finished with clean final reports. The number of setup buffers added after CTS is 0. Clock tree synthesis found a total of 99 sinks. By instance count after routing, the leading logic cell types are 99 x dfxtp_1, 57 x nor2_1, 44 x clkdlybuf4s50_1. Per the cell usage report, the commonest logic cell in the layout is dfxtp_1.

The reg-to-reg critical path startpoint is hr2[1]$_SDFFE_PN0N_. The cell sitting at the root of the clock tree is a clkbuf_16. The via-per-instance ratio is 4.70. The accumulated negative setup slack is 0 ps. The timing report gives the worst reg2reg path a setup slack of ~1700 ps.

In this run, CTS created clock tree buffers numbering 9. The number of rows created at floorplan is 48. STA puts the critical path data arrival time at 3560 ps. The portion of synthesized cell area occupied by the leading cell type is 37.7%. The latest clock arrival within the worst-skew pair is 350 ps. After routing the design area is 6190 um2.

The remaining max-slew budget at the tightest pin is 47.3%. The number of instances in the synthesized netlist is roughly 580. The area overhead of the layout relative to synthesis is 17.6%.

The number of synthesized register bits is 99. Per the synth stats, the proportion of register bits with asynchronous set or reset is 0%. The die extent in x is 134 um. The share of layout cells above drive strength 1 is 8.97%. The count of flip-flops with a built-in enable after synthesis is 0. The count of input and output buffers is 44.

TritonCTS built the clock tree. The number of levels in the clock H-tree is 3. The via count of the first global-routing pass is between 3k and 4k. Hold analysis lists the worst path endpoint as cycle[26]$_SDFF_PP0_. The number of gates resized after CTS was 0. The overall track demand over capacity in global routing is 11.9%.

The time the worst path needs with I/O delays and setup is 3310 ps. Note that the worst hold path type here is reg2reg. Dividing the synthesized area by the synthesized cell count gives 9.01 um2.

The synthesis report names the predominant flop master as dfxtp_1. The wire length of the first global-routing pass is 17.5 mm. The cell at the slowest stage of the critical path is nor3_2. The warning tally printed by Yosys for this design is 1. The fmax is 302 MHz. Across the run, the number of max-cap violations was 0.

In this run the worst setup path begins at hr2[1]$_SDFFE_PN0N_. The chip area line in the Yosys stat output reads about 5300 um2. According to the floorplan report, the total die area is 18,100 um2. For the worst setup path, the data required time is 5250 ps.

From bottom edge to top edge, the die measures 134 um. Counting cells, the worst reg-to-reg path comes to 10. The final antenna diode tally reported by the flow is 0. The area of the core region is 17,200 um2. Summing over every cut layer, the via total after detailed routing is ~4k. On the worst setup and hold paths after CTS, the clock-pin slew comes to 70 ps. The type of the worst setup path is reg2reg. The worst setup path is captured at a flip-flop. The starting density of the core is 30.5%.

The netlist uses about 77 different library cells. STA classifies the critical path startpoint as a flip-flop. The maximum net fanout on the critical path is 10. The number of violations reported at the end of detailed-routing iteration 0 is 228. Per the hold report, the tightest min-delay path originates at cycle[26]$_SDFF_PP0_. The total cells reported by yosys after synthesis is slightly below 600. Before any placement, the netlist area is recorded as about 5300 um2. RePlAce ended its routability-driven mode at a weighted congestion of approximately 0.8.

In the hold timing report, the worst path depth is 2. Per the synthesis report, the dominant area consumer among library cells is dfxtp_1. The number of placed I/O pins is 47. After layout, the worst path uses around two thirds of the clock period.

The end-of-flow timing check tallies setup violations at 0. The number of antenna violations at the first check in global routing came to 0. Across the VDD grid, the largest voltage drop is 155 uV. TritonRoute output was used to compute an average wire per cell of 12.0 um.

In this run the tools logged warnings totalling 53. After synthesis, flip-flops and latches occupy 37.7% of the total area. The total length of routed wires is between 10 and 15 mm. After synthesis, the cell types taking the most area are dfxtp_1 38%, ha_1 9.8%, nor2b_1 4.5%.

The total cell area at the placement stage is a little under 6000 um2. The script extracted a total leakage power of 2.51 nW. The layout filler cell count is 1,731. Setup repair after global routing left no endpoint under its margin. The number of max-slew violations in the final report is 0. The aggregate global routing overflow is 0. In the routed design, unresolved DRC markers number 0. Listed in order, past its start point the critical path passes nor4_2, nand3_1, nor3_2, a31oi_1, o21ai_0, inv_1, ha_1, or3_1, mux2_2, o31ai_1. The power per standard cell area is about 240 nW/um2. Note, the detailed placer reported a final HPWL of about 7.1 mm. Looking at the clock tree report, the maximum root-to-sink buffer count equals 2. The timing report gives the biggest stage delay along the critical path as between 500 and 600 ps.

At the pin with the least slew margin, the transition time is 791 ps. Entering global routing, the biggest net connects 32 pins. The detail route stage leaves a number of antenna-violating nets equal to 0. The number of hold buffers added after cts is 0. The number of endpoints with negative hold slack in the final report is 0. The number of iterations in the first detailed-routing pass is 5. On the final layout, the worst clock skew is 6.71 ps.
[routing by layer]
| metal | wire [um] | track usage, % | up-vias |
|---|---|---|---|
| li1 | - | - | 2115 |
| met1 | 5250 | 18.3 | 1792 |
| met5 | 0 | 0 | - |
| met3 | 403 | 1.74 | 16 |
| met2 | 4360 | 18.1 | 71 |
| met4 | 196 | 2.00 | 0 |
[synthesized netlist by cell type, types with 3 or more instances]
master and count:
a211oi_1 4, a211oi_2 3, a21oi_1 21, a31oi_1 4
and2_1 7, and3_1 10, and4_1 6, buf_2 4
buf_4 3, clkbuf_1 14, dfxtp_1 99, ha_1 41
inv_1 36, mux2_2 4, mux2i_1 11, nand2_1 28
nand3_1 22, nand3b_1 3, nand4_1 10, nor2_1 57
nor2b_1 38, nor3_1 13, nor3_2 3, nor3b_1 3
nor4_1 7, nor4_2 3, o21a_1 5, o21ai_0 19
o31ai_1 6, or2_2 10, or3_1 8, xnor2_1 7
xor2_1 19
[cell type report]
type / instances / area [um2] / share of cell area (%)
timing repair buffer: 47 / 463 / 7.48
inverter: 36 / 135 / 2.18
clock inverter: 2 / 16.3 / 0.263
multi-input combinational: 426 / 3030 / 48.9
tap: 225 / 282 / 4.55
clock buffer: 14 / 284 / 4.59
sequential: 99 / 1980 / 32.0
[cell families (layout without fill, tap and decap cells)]
family          after synthesis  count (layout)  share of synthesized area, %
mux                          16              16                          3.16
xor+xnor                     26              26                          4.33
simple gates                246             246                          27.3
other cells                   1               2                        0.0713
compound gates               95              95                          12.8
flops                        99              99                          37.7
fa+ha+maj                    41              41                          9.75
buf+inv                      60              99                          4.88
[stage by stage]
step                instances  worst slack, ps  hold WS [ps]  power (mW)  util [%]
detailed placement        833             1710           484       0.832      34.2
finish                    849             1690           493        1.50      35.9
CTS                       849             1690           497        1.53      35.9
global route              849             1320           541        1.56      35.9
floorplan                 585             2140           453       0.825         -
global placement          833             1780           472       0.832      34.2
[worst max-delay path, delay by kind of cell, from the launching register on]
family	cells	cell delay (ps)
compound gates	3	750
fa+ha+maj	1	220
buf+inv	1	160
flops	1	380
mux	1	270
simple gates	4	1440
[how the worst max path moves through the flow]
| stage | to | slack, ps | depth (start not counted) |
|---|---|---|---|
| final | flip-flop | 1690 | 10 |
| after global routing | flip-flop | 1320 | 10 |
| after CTS | flip-flop | 1690 | 10 |
[power by group]
| group | internal (mW) | switching [mW] | total, mW | leakage, nW |
|---|---|---|---|---|
| Clock | 0.394 | 0.296 | 0.690 | 0.146 |
| Combinational | 0.00674 | 0.0138 | 0.0205 | 1.56 |
| Sequential | 0.790 | 0.00293 | 0.793 | 0.798 |
No activity file was given, so power comes from the tool's default toggle rates.
